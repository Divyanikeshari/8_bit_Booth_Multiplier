$ cat design/flow/constraint.sdc
current_design booth_mul_DP

set clk_period 2.8
set clk_io_pct 0.2

create_clock -name clk0 -period $clk_period [get_ports {clk}]

set non_clock_inputs [all_inputs -no_clocks]
set_input_delay [expr $clk_period * $clk_io_pct] -clock clk0 $non_clock_inputs
set_output_delay [expr $clk_period * $clk_io_pct] -clock clk0 [all_outputs]
$ cat design/flow/run.sh
#!/bin/bash
# OpenROAD 26Q1-2900-gdf79404cd8, Yosys 0.63+post, stock flow scripts
make -C /OpenROAD-flow-scripts/flow DESIGN_CONFIG=/design/flow/config.mk WORK_HOME=/design/flow/orfs finish
$ cat design/flow/config.mk
export PLATFORM = sky130hd
export DESIGN_NAME = booth_mul_DP
export DESIGN_NICKNAME = booth_mul_DP
export VERILOG_FILES = /design/flow/design.v
export SDC_FILE = /design/flow/constraint.sdc
export NUM_CORES = 4
export LEC_CHECK = 1
export CORE_UTILIZATION = 40
$ cat design/flow/design.v
`timescale 1ns / 1ps
module shift_Reg(data_in,clr,clk,ld,msb_in,data_out,sft); 
input [7:0] data_in; 
input clr,clk,ld,sft,msb_in;
output reg [7:0] data_out;	
always @(posedge clk)
begin
if (clr)
    data_out<=0;
else if(ld)
    data_out<=data_in;
else if(sft)
    data_out={msb_in,data_out[7:1]};
end
endmodule
module ff_reg (data_in,data_out,clk,clr);
input data_in,clk,clr;
output reg data_out;
always @(posedge clk)
begin
if (clr)
    data_out<=0;
else 
    data_out<= data_in;
end
endmodule
module PIPO(data_in,data_out,load,clk);
input [7:0]data_in;
input load,clk;
output reg [7:0]data_out;
always @(posedge clk)
begin
if (load)
    data_out<=data_in;
end 
endmodule
module addsub(data_out,A,B,select);
input [7:0] A,B;
input select;
output reg[7:0] data_out;
always @(*)
begin
if (select==1)  
    data_out<=A-B;
else if(select==0)  
    data_out<=A+B;
end
endmodule
module counter(c_out,decr,load,clk);
input decr,load,clk;
output reg [2:0]c_out;
always @(posedge clk)
begin
if (load)
    c_out <=3'b111;
else if(decr)
    c_out <= c_out-1;
end
endmodule
module booth_mul_CP(clk, ld_A, ld_Q, clr_A, clr_Q, sft_A, sft_Q, clr_ff, ld_M, add_sub, ff_out, eqz, decr, ld_count,start,done,Q0);
input start,clk,ff_out,Q0, eqz;
output reg  ld_A, ld_Q, clr_A, clr_Q, sft_A, sft_Q, clr_ff, ld_M, add_sub, decr, ld_count,done;
reg [2:0]state;
parameter s1=3'b000, s2=3'b001,s3=3'b010, s4=3'b011,s5=3'b100, s6=3'b101,s7=3'b110;
always @(posedge clk)
begin
case(state)
s1: if (start) 
    state <=s2;
    else 
    state <=s1;
s2: state<=s3;
s3: begin
    #5 
    if({Q0,ff_out}==2'b01)
    state<=s5;
    else if({Q0,ff_out}==2'b10)
    state <= s4;
    else 
    state <= s6;
    end
s4: state<=s6;
s5: state<=s6;
s6: begin
    #5
     if(({Q0,ff_out}==2'b01) && !eqz)
        state <=  s5;
	 else if(({Q0,ff_out}==2'b10) && !eqz)
        state <=  s4;
	 else if(eqz)
		state <= s7; 
    end
s7: state<=s7;
default: state <=s1;
endcase
end
always @(state)
begin
case (state)
s1: begin  
    clr_A=1;
    clr_Q=1;
    ld_A=0;
    ld_Q=0;
    sft_A=0;
    sft_Q=0;
    ld_M=0;
    clr_ff=1;
    ld_count=0;
    decr =0;
    done=0;
    end 
s2: begin  
    clr_A=1;
    clr_ff=1;
    ld_count=1;
    ld_M=1;
    clr_Q=0;
    ld_A=0;
    ld_Q=0;
    sft_A=0;
    sft_Q=0;
    decr=0;
    done=0;
    end 
s3: begin  
    ld_Q=1;
    clr_A=0;
    clr_ff=0;
    ld_count=0;
    ld_M=0;
    clr_Q=0;
    ld_A=0;
    sft_A=0;
    sft_Q=0;
    decr=0;
    done=0;
    end 
s4: begin  
    add_sub=1;
    ld_A=1;
    ld_Q=0;
    sft_Q=0;
    sft_A=0;
    clr_A=0;
    clr_ff=0;
    ld_count=0;
    ld_M=0;
    clr_Q=0;
    decr=0;
    done=0;
    end 
s5: begin  
    add_sub=0;
    ld_A=1;
    ld_Q=0;
    sft_Q=0;
    sft_A=0;
    clr_A=0;
    clr_ff=0;
    ld_count=0;
    ld_M=0;
    clr_Q=0;
    decr=0;
    done=0;
    end 
s6: begin  
    sft_Q=1;
    sft_A=1;
    decr=1;
    ld_A=0;
    ld_Q=0;
    clr_A=0;
    clr_Q=0;
    add_sub=0;
    clr_ff=0;
    ld_count=0;
    ld_M=0;
    done=0;
    end
s7: begin  
    done=1;
    clr_A=0;
    clr_Q=0;
    ld_A=0;
    ld_Q=0;
    sft_A=0;
    sft_Q=0;
    ld_M=0;
    clr_ff=0;
    ld_count=0;
    decr =0;
    end
endcase  
end
endmodule
module booth_mul_DP(clk, data_in, start, product);
input [7:0] data_in;
input clk,start;
output [15:0] product;
wire sft_A, sft_Q, clr_A, clr_Q, clr_ff, add_sub, ld_A, ld_Q, ld_M, decr, ld_count, ff_out, eqz, done;
wire [7:0] A,M,Z,Q; 
wire signed [2:0] count;
assign eqz = ~|(count);
assign product = {A,Q}; 
shift_Reg Areg(Z,clr_A,clk,ld_A,A[7],A,sft_A);
shift_Reg Qreg(data_in,clr_Q,clk,ld_Q,A[0],Q,sft_Q);
ff_reg Qff(Q[0],ff_out,clk,clr_ff);
PIPO multiplicand(data_in,M,ld_M,clk);
addsub alu(Z,A,M,add_sub);
counter COUNT(count,decr,ld_count,clk);
booth_mul_CP controller(clk,ld_A, ld_Q, clr_A, clr_Q, sft_A, sft_Q, clr_ff, ld_M, add_sub, ff_out, eqz, decr, ld_count,start,done,Q[0]);
endmodule
==> metrics.yaml <==
grt:
  grt_pass1_wl_um: 6313
  grtUsageTotal_pct: 16.09
  met3_usage_pct: 3.324
  grt_overflow: 0
  gr-usage-met1_pct: 25.69
  grt_max_degree: 25
  antenna_found_initial: 0
  grt-busiest-layer: "met1"
  met2_usage_pct: 24.02
  grt_pass1_vias: 1389
synth:
  synth_area_leader_cell: "dfxtp_1"
  synth-main-ff-cell: "dfxtp_1"
  avgSynthCellArea_um2: 8.993
  top_area_share_pct: 20.90
  synth_cell_types: 36
  synth_area_um2: 1916
  yosys_cells: 213
  top_cell: "nor2_1"
  synth_chip_area_um2: 1916
  edf_count: 11
  common_cells: "nor2_1, a21oi_1, dfxtp_1"
  synth_flops: 38
  yosys_warnings: 6
  synthArstFlopShare_pct: 0
  yosys-top-cells-area: "dfxtp_1, edfxtp_1, nor2_1"
  syn_inst: 213
sta:
  slew_headroom_pct: 65.55
  fmax_mhz: 408.4
  tightest_slew_ns: 0.5164
  clock_skew_ns: 0.006241
  fin_crit_sh_pct: 87.44
  untimed_endpoints: 15
  finalSetupTns_ns: 0
  unclocked_regs: 7
  setup_viol: 0
  finalHoldViolCount: 0
  whs_ns: 0.5017
  setup_slack_ns: 0.3517
  min_period_ns: 2.448
  drv_slew: 0
  rsz0062_at_grt: "false"
routing:
  n_antenna_cell: 0
  final_antenna_net_count: 0
  drt_iter0_drc: 69
  drt_pre_antenna_iters: 20
  drt-total-wl_um: 3420
  drc: 0
  wl_per_cell_um: 12.00
  num_vias: 1443
  viasPerCell: 5.063
power_and_ir_drop:
  p_leak_nw: 0.9114
  powerDensity_nw_per_um2: 853.2
  worst_ir_drop_vdd_mv: 0.3714
run_status:
  status: "finished clean"
worst_setup_path:
  worstPathArrival_ns: 2.60
  critical_path.endpoint_type: "flop"
  crit_type: "reg -> reg"
  cp.required_ns: 2.96
  worstSetupStartpoint: "multiplicand.data_out[0]$_DFFE_PP_"
  reg2reg_depth: 12
  r2r-start: "multiplicand.data_out[0]$_DFFE_PP_"
  critPathMaxFanout: 5
  critPathCapture: "Areg.data_out[7]$_SDFFE_PP0P_"
  cp-start-kind: "flop"
  r2r_slack_ns: 0.35
  r2r-end: "Areg.data_out[7]$_SDFFE_PP0P_"
placed_design:
  place_area_um2: 2173
  dpl_worst_slack_ns: 0.3425
  gp_congestion: 0.8267
  portBuffers: 25
  dp_hpwl_um: 2496
clocking:
  cts_made_buffers: 5
  ctsResizeCount: 0
  cts_root_buf: "clkbuf_8"
  cts_setup_buffers: 0
  clk_latency_ns: 0.28
  clockBufferDepth: 2
  ctsHoldBuffers: 0
  cts_tree: "built"
  htreeDepth: 2
  path_clk_slew_ns: 0.07
floorplan:
  rows: 24
  die_w_um: 71.20
  die_h_um: 71.20
  fp-utilization_pct: 42.81
  io_pins: 26
  core_area_um2: 4474
  die_area_um2: 5069
worst_hold_path:
  whs_path_depth: 2
  hold_class: "reg -> reg"
finish:
  final_area_um2: 2253
  drive_above_1_share_pct: 4.721
  synthToLayoutAreaGrowth_pct: 17.64
run:
  tool_warnings: 25
  drv_cap: 0
==> critical path, cell delays in order (launching register included) <==
cell and delay [ns]:
edfxtp_1 0.45, inv_1 0.09, ha_1 0.15, nor3b_1 0.25, nor2_1 0.08, xnor2_1 0.13
ha_1 0.34, a21oi_1 0.23, o21ai_0 0.12, a21oi_1 0.15, xnor2_1 0.15, a21o_1 0.14
a21oi_1 0.05
==> worst min path at each step <==
stage                                       start                     endpoint  slack (ns)
final                 COUNT.c_out[0]$_SDFFE_PP1P_  COUNT.c_out[0]$_SDFFE_PP1P_        0.50
after global routing  COUNT.c_out[0]$_SDFFE_PP1P_  COUNT.c_out[0]$_SDFFE_PP1P_        0.53
after CTS             COUNT.c_out[2]$_SDFFE_PP1P_  COUNT.c_out[2]$_SDFFE_PP1P_        0.50
==> per-layer routing <==
layer,vias up,routed length [um]
met2,37,1461
met3,0,157
met5,-,0
met1,642,1801
li1,764,-
met4,0,0
==> per-stage QoR <==
stage | cells | power, mW | utilization (%)
after CTS | 285 | 1.942 | 50.36
after global routing | 285 | 2.128 | 50.36
after global placement | 277 | 1.595 | 48.57
after detailed placement | 277 | 1.603 | 48.57
final | 285 | 1.923 | 50.36
after floorplan | 213 | 1.378 | -
==> cell type report <==
| type | count | area [um2] |
|---|---|---|
| clock buffer | 6 | 72.57 |
| multi-input combinational | 151 | 977.2 |
| tap | 52 | 65.06 |
| sequential | 38 | 835.8 |
| timing repair buffer | 26 | 257.7 |
| clock inverter | 2 | 7.507 |
| inverter | 10 | 37.54 |
| fill | 408 | 2221 |
==> sequential cells by signal (all words and copies together), names as in the netlist, 3 cells and up <==
name	count
Qreg.data_out	8
multiplicand.data_out	8
COUNT.c_out	3
Areg.data_out	8
controller.state	3
==> cells in the final DEF, fill, tap and decap left out, drive strengths merged, types with 2 or more instances in the layout <==
master         instances
o21bai                 2
clkdlybuf4s50         25
nor2                  39
a21o                   2
xnor2                 12
nor2b                  6
clkinv                 2
clkbuf                 6
inv                   10
edfxtp                11
dfxtp                 20
nor3                   2
o21ai                  4
a31oi                  2
nand2                  9
nand3                  2
dlxtn                  7
ha                    10
nand2b                 5
mux2i                 12
a21oi                 25
a211oi                 8
==> kinds of logic after synthesis <==
kind of cell	after synthesis	share of synthesized area, %
XOR/XNOR	12	5.487
latches	7	5.487
AND-OR/OR-AND	46	14.24
adder cells (fa/ha/maj)	11	7.577
buffers and inverters	24	5.356
multiplexers	13	6.858
flip-flops	31	38.14
AND/OR/NAND/NOR	69	16.85
==> where the power goes <==
part / switching [mW] / internal [mW] / total [mW]
clock: 0.162 / 0.169 / 0.331
sequential: 0.143 / 0.632 / 0.775
combinational: 0.380 / 0.436 / 0.816
total: 0.685 / 1.24 / 1.92
Power is estimated from default activity; no workload was simulated.
